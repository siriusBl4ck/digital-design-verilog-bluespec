### /design/flow/constraint.sdc
current_design adder100

set clk_period 49.3
set clk_io_pct 0.2

create_clock -name clk0 -period $clk_period

set non_clock_inputs [all_inputs -no_clocks]
set_input_delay [expr $clk_period * $clk_io_pct] -clock clk0 $non_clock_inputs
set_output_delay [expr $clk_period * $clk_io_pct] -clock clk0 [all_outputs]
### /design/flow/config.mk
export PLATFORM = sky130hd
export DESIGN_NAME = adder100
export DESIGN_NICKNAME = adder100
export VERILOG_FILES = /design/flow/design.v
export SDC_FILE = /design/flow/constraint.sdc
export NUM_CORES = 4
export LEC_CHECK = 1
export CORE_AREA = 10 10 196 196
export DIE_AREA = 0 0 206 206
### /design/flow/design.v
module FullAdder(input a,b,cin, output cout,s);
    assign cout = a&b|b&cin|cin&a;
    assign s = a^b^cin;
endmodule
module adder100( 
    input [n-1:0] a, b,
    input cin,
    output cout,
    output [n-1:0] sum );
    parameter n = 100;
    wire [n-1:0] c2;
    assign cout = c2[n-1];
    FullAdder FA(a[0],b[0],cin,c2[0],sum[0]);
    genvar p;
    generate
        for(p = 1;p<n;p=p+1) begin:fa
            FullAdder FA(a[p],b[p],c2[p-1],c2[p],sum[p]);
        end
    endgenerate
endmodule
### /design/flow/run.sh
#!/bin/bash
# OpenROAD 26Q1-2900-gdf79404cd8, Yosys 0.63+post, stock flow scripts
make -C /OpenROAD-flow-scripts/flow DESIGN_CONFIG=/design/flow/config.mk WORK_HOME=/design/flow/orfs finish
==> GITHUB_STEP_SUMMARY <==
## Implementation flow summary

| Metric | Value |
|---|---|
| Total setup violations reported at the end of the flow | 19 |
| Final ANT Viol Nets | 0 |
| FF+latch count | 0 |
| Compound-Gate Fraction of Synth Area | 0% |
| Total grt overflow | 0 |
| Router iterations before antenna repair | 2 |
| Cell area leaders | fa_1 (72%), buf_4 (27%), inv_1 (1.3%) |
| Xor/xnor share of the synthesized area | 0% |
| Flop area | 0 um2 |
| Share of cells above drive strength 1 | 31.3% |
| Ys Warns | 0 |
| Routability cong. | 0.933 |
| Full die area | 42400 um2 |
| Critical path's largest stage delay | 0.41 ns |
| Final hold viol count | 0 |
| Final min period | 55.65 ns |
| Floorplan row count | 68 |
| MUX share of area | 0% |
| Vias/cell | 2.55 |
| Worst Setup Start Kind | input port |
| Basic Gates by Area | 0% |
| CP arrival | 45.79 ns |
| Iter 0 DRT Violations | 24 |
| Routed wire length per instance | 15.7 um |
| Largest net degree at the start of global routing | 2 |
| Adders+Majority by Area | 71.7% |
| RSZ-0062 raised after global routing | yes |
| Critical Path Start | a[0] |
| Worst Setup EP | sum[99] |
| Port buffer count | 302 |
| DRT Wirelength | 13600 um |
| Fmax | 18.0 MHz |
| Final total power | 73.3 uW |
| Worst Path Buf+Inv | 6 |
| Starting density of the core | 8.12% |
| CP Class | input port to output port |
| Critical path depth | 106 |
| Tool warnings | 35 |
| Final Core Density | 16.9% |
| Number of max-cap violations | 0 |
| First-pass GRT wire length | 18800 um |
| Slew @ Worst Pin | 0.210 ns |
| Max-area cell share | 71.7% |
| IO Pins | 302 |
| Distinct lib cells | 3 |
| DRC errors left | 0 |
| # diodes | 0 |
| Setup crit end kind | output port |
| Mapped Area | 2790 um2 |
| Routed vias | 2212 |
| Yosys Chip Area | 2790 um2 |
| LEAKAGE | 0.00190 uW |
| Synthesis-to-layout area growth | 108% |
| Setup TNS | -65.78 ns |
| DIE WIDTH | 206 um |
| Comb area leader | adder cells |
| Top cell type by total area after synthesis | fa_1 |
| Hold_buf cts | 0 |
| Synth Instances | 210 |
| Initial antenna violation count | 0 |
| Total GRT Usage | 6.20% |
| Max FO, Critical Path | 1 |
| Hold Crit Class | input port to output port |
| Req. time, crit path | 39.44 ns |
| Die span in y | 206 um |
| Ys cells | 210 |
| Vias in the first global route | 2837 |
| Worst VDD drop | 0.00591 mV |
| Top cells by count | buf_4 (100), fa_1 (100), inv_1 (10) |
| Failing checks | negative setup slack |
| Most used cell, CP | fa_2 |
| Max Transition Viols Final | 0 |
| Outcome | finished, violations left |
| Normalized max-slew margin | 86.0% |
| Seq share, synth | 0% |
| Pwr dens | 12.6 nW/um2 |
| Mean Syn Cell Area | 13.3 um2 |
| Slowest cell on the critical path | fa_2 |
| Dpl hpwl | 13400 um |
| Top Family by Delay on Critical Path | adder cells |
| Clock buffers | 0 |
| Core ar. | 34400 um2 |
| Period utilization | 113% |
| Setup ws final | -6.35 ns |
-- metal layers --
metal / GRT usage [%] / share of wire, %
met2: 11.2 / 47
met1: 6.20 / 33
met5: 0 / 0
met4: 0.391 / 0.71
met3: 3.75 / 19
-- cell type report --
type	instances	area, um2
fill	3807	28600
timing repair buffer	302	2930
multi-input combinational	100	2250
tap	455	569
inverter	10	57.6
-- tightest hold or removal path, stage by stage --
cell	delay [ns]
buf_6	0.10
inv_6	0.04
fa_2	0.18
inv_1	0.05
clkdlybuf4s50_1	0.40
-- per-stage QoR --
stage | area, um2 | instances | hold slack, ns | setup slack, ns
after detailed placement | 5890 | 867 | 20.80 | -7.28
after global routing | 5810 | 867 | 20.51 | -7.17
final | 5810 | 867 | 20.48 | -6.35
after CTS | 5800 | 867 | 20.49 | -6.59
after floorplan | 3050 | 210 | 19.94 | -4.56
after global placement | 5890 | 867 | 20.80 | -7.26
-- what timing repair did --
item,CTS,global route
cloned,0,0
buffers inserted,0,0
resized,88,6
pin swaps,6,0
endpoints found under the setup margin,22,22
endpoints found under the hold margin,0,0
-- logic make-up after synthesis --
| kind of cell | Yosys count |
|---|---|
| buffers and inverters | 110 |
| adder cells (fa/ha/maj) | 100 |
-- cell usage in the layout, fill, tap and decap left out --
cell type	instances
inv_12	1
dlygate4sd2_1	2
clkdlybuf4s50_1	275
buf_2	20
buf_8	1
dlymetal6s2s_1	1
inv_4	1
fa_2	100
inv_2	2
buf_6	3
inv_6	1
inv_1	5
-- how the worst min path moves through the flow --
stage | startpoint | to | cells past startpoint
CTS | b[0] | sum[0] | 5
global route | b[87] | sum[87] | 3
finish | b[0] | sum[0] | 5
-- where the power goes --
part	internal (uW)	switching (uW)	total, uW
clock network	0	0	0
logic	50.8	22.5	73.3
registers	0	0	0
total	50.8	22.5	73.3
No activity file was given, so power comes from the tool's default toggle rates.
