==> design/flow/design.v <==
module myCustomRTL(
    input [31:0] a,
    input [31:0] b,
    input EN, clk, rst_b,
    output   [31:0] res
);
    assign res = a + b;
endmodule
==> design/flow/run.sh <==
#!/bin/bash
# OpenROAD 26Q1-2900-gdf79404cd8, Yosys 0.63+post, stock flow scripts
make -C /OpenROAD-flow-scripts/flow DESIGN_CONFIG=/design/flow/config.mk WORK_HOME=/design/flow/orfs finish
==> design/flow/config.mk <==
export PLATFORM = sky130hd
export DESIGN_NAME = myCustomRTL
export DESIGN_NICKNAME = myCustomRTL
export VERILOG_FILES = /design/flow/design.v
export SDC_FILE = /design/flow/constraint.sdc
export NUM_CORES = 4
export LEC_CHECK = 1
export CORE_AREA = 10 10 107 107
export DIE_AREA = 0 0 117 117
==> design/flow/constraint.sdc <==
current_design myCustomRTL

set clk_period 14.5
set clk_io_pct 0.2

create_clock -name clk0 -period $clk_period

set non_clock_inputs [all_inputs -no_clocks]
set_input_delay [expr $clk_period * $clk_io_pct] -clock clk0 $non_clock_inputs
set_output_delay [expr $clk_period * $clk_io_pct] -clock clk0 [all_outputs]
==> run_results.csv <==
group,metric,value,unit
detailed_routing,firstDrtPassIters,4,
detailed_routing,drc,0,
logic_synthesis,ys_types,50,
cells_and_area,regArea,0,um2
logic_synthesis,ys_chip_area,1740,um2
cells_and_area,clockBufferCount,0,
placed_design,dp_hpwl,5.52,mm
detailed_routing,drt-initial-drc-count,64,
min_path,min_from,"b[0]",
sta,rsz0062_at_grt,"no",
logic_synthesis,top_area_frac,0.222,
detailed_routing,vias_per_cell,4.80,
floorplanning,fp.dieW,117,um
sta,worst_slack,5.67,ns
cells_and_area,final_common_cell,"clkdlybuf4s50_1",
critical_path,path_class,"input pin to output pin",
detailed_routing,antennaDiodeCount,0,
sta,final_hold_viol_count,0,
critical_path,cp_max_fo,4,
min_path,hp-class,"input pin to output pin",
grt,grt_max_degree,11,
floorplanning,rows,35,
pwr,powerDensity,47.9,nW/um2
critical_path,cp_data_arrival_time,5.93,ns
floorplanning,fp_util,0.190,
critical_path,crit_required,11.60,ns
logic_synthesis,yosysCellCount,241,
floorplanning,coreArea,9200,um2
detailed_routing,dr_total_vias,2097,
detailed_routing,finalWirelength,6.21,mm
cells_and_area,most-common-layout-cells,"clkdlybuf4s50_1, ha_1, a21oi_1",
sta,report.final.setup_viol,0,
sta,relSlewSlack,0.638,
logic_synthesis,netlist_area,1740,um2
min_path,min_to,"res[0]",
clocking,ctsResizeCount,0,
sta,fmax,113,MHz
detailed_routing,avgRoutedWirePerCell,14.2,um
logic_synthesis,syn-instance-count,241,
sta,hold_slack,6.82,ns
clocking,cts_hold_buffers,0,
flow_run,warnings,35,
detailed_routing,postRouteAntennaNets,0,
floorplanning,die_area,13700,um2
grt,grt_overflow,0,
logic_synthesis,synth_warnings,0,
placed_design,port_buffers,96,
placed_design,dp_slack,5.63,ns
logic_synthesis,yosys.area.top_type,"ha_1",
cells_and_area,final_core_util,0.304,
pwr,p_total,0.000134,W
sta,slew_violations,0,
grt,grt_pass1_vias,2120,
critical_path,critPathLaunchType,"input pin",
critical_path,startpoint,"a[0]",
floorplanning,ios,99,
flow_run,drv_cap,0,
cells_and_area,final.fill_count,992,
pwr,p_leak,1.18,nW
cells_and_area,drive_above_1_share,0.0307,
grt,antenna_found_initial,0,
grt,grt_pass1_wl,9.95,mm
sta,worst_pin_slew,0.529,ns
logic_synthesis,syn-mean-instance-area,7.24,um2
critical_path,worstSetupEndpointType,"output pin",
cells_and_area,logic_area,1680,um2
sta,fin_crit,8.83,ns
logic_synthesis,ys_seq_share,0,
pwr,irDropWorstVdd,0.0000221,V
min_path,min_path_cells,3,
cells_and_area,syn_to_final_growth,60.5,%
floorplanning,fp.dieH,117,um
clocking,post_cts_buffers,0,
outcome,status,"completed",
sta,fin_setup_tns,0,ns
grt,grtUsageTotal,0.0861,
sta,period_used_share,0.609,
cells_and_area,flops,0,
logic_synthesis,area_leaders,"ha_1, a21oi_1, a21o_1",
placed_design,gp_congestion,0.804,
critical path: stages:
cell,delay [ns]
clkdlybuf4s50_1,0.40
ha_1,0.25
fa_1,0.42
a21o_1,0.22
a31o_2,0.28
nand3_1,0.10
o221ai_1,0.26
a311oi_1,0.37
o21bai_1,0.11
xor2_1,0.13
clkdlybuf4s50_1,0.49
power breakdown:
| part | internal (W) | total (W) | switching (W) |
|---|---|---|---|
| logic | 0.0000804 | 0.000134 | 0.0000537 |
| clock network | 0 | 0 | 0 |
| registers | 0 | 0 | 0 |
| total | 0.0000804 | 0.000134 | 0.0000537 |
stage by stage:
step                      area [um2]  cells
after global routing            2800    437
after floorplan                 1740    241
final                           2800    437
after global placement          2800    437
after detailed placement        2800    437
after CTS                       2800    437
synth_stat cells (all sizes together), types with 4 or more instances:
master / number
nor2: 12
nand2: 18
o21bai: 5
a21oi: 29
ha: 31
o21ai: 15
nand3: 10
inv: 6
nand4: 8
a21o: 19
clkbuf: 8
xnor2: 13
xor2: 15
nor3: 4
layer usage:
metal  global-route usage  wire [um]  share of wire  vias to the layer above
met1                0.112       2800           0.45                      947
met4                    0          0              0                        0
met5                    0          0              0                        -
met2                0.146       2840           0.46                       58
met3               0.0253        579          0.093                        0
li1                     -          -              -                     1092
worst max-delay path by stage:
stage	endpoint	cells after the start	slack, ns
6_report	res[26]	11	5.67
5_1_grt	res[26]	11	5.46
4_1_cts	res[26]	11	5.62
kinds of logic (layout without fill, tap and decap cells):
kind of cell | after synthesis | in the layout | synth area share
AOI/OAI and AO/OA | 97 | 97 | 0.393
and+or+nand+nor | 65 | 65 | 0.183
adders and majority gates | 32 | 32 | 0.234
xor gates and xnor gates | 28 | 28 | 0.141
buffers and inverters | 17 | 102 | 0.0380
muxes | 2 | 2 | 0.0115
cell type report:
cell class | count | area share
multi-input cells | 224 | 0.599
repair buffers | 96 | 0.343
well taps | 111 | 0.0496
inverters | 6 | 0.00804
Power figures rest on the tool's default switching activity, not on a simulated workload.
