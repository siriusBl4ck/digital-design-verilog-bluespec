==> flow/design.v <==
module mkMult(CLK,
	      RST_N,
	      put_x_x,
	      EN_put_x,
	      RDY_put_x,
	      put_y_y,
	      EN_put_y,
	      RDY_put_y,
	      EN_get_z,
	      get_z,
	      RDY_get_z);
  input  CLK;
  input  RST_N;
  input  [31 : 0] put_x_x;
  input  EN_put_x;
  output RDY_put_x;
  input  [31 : 0] put_y_y;
  input  EN_put_y;
  output RDY_put_y;
  input  EN_get_z;
  output [31 : 0] get_z;
  output RDY_get_z;
  wire [31 : 0] get_z;
  wire RDY_get_z, RDY_put_x, RDY_put_y;
  reg [31 : 0] d;
  wire [31 : 0] d$D_IN;
  wire d$EN;
  reg got_x;
  wire got_x$D_IN, got_x$EN;
  reg got_y;
  wire got_y$D_IN, got_y$EN;
  reg [31 : 0] product;
  wire [31 : 0] product$D_IN;
  wire product$EN;
  reg [31 : 0] r;
  wire [31 : 0] r$D_IN;
  wire r$EN;
  wire WILL_FIRE_RL_rl_compute;
  wire [31 : 0] MUX_d$write_1__VAL_2,
		MUX_product$write_1__VAL_1,
		MUX_r$write_1__VAL_2;
  wire MUX_product$write_1__SEL_1;
  wire [30 : 0] r_BITS_31_TO_1__q1;
  assign RDY_put_x = !got_x ;
  assign RDY_put_y = !got_y ;
  assign get_z = product ;
  assign RDY_get_z = r == 32'd0 && got_x && got_y ;
  assign WILL_FIRE_RL_rl_compute = got_x && got_y && r != 32'd0 ;
  assign MUX_product$write_1__SEL_1 = WILL_FIRE_RL_rl_compute && r[0] ;
  assign MUX_d$write_1__VAL_2 = { d[30:0], 1'd0 } ;
  assign MUX_product$write_1__VAL_1 = product + d ;
  assign MUX_r$write_1__VAL_2 =
	     { r_BITS_31_TO_1__q1[30], r_BITS_31_TO_1__q1 } ;
  assign d$D_IN = EN_put_x ? put_x_x : MUX_d$write_1__VAL_2 ;
  assign d$EN = EN_put_x || WILL_FIRE_RL_rl_compute ;
  assign got_x$D_IN = !EN_get_z ;
  assign got_x$EN = EN_get_z || EN_put_x ;
  assign got_y$D_IN = !EN_get_z ;
  assign got_y$EN = EN_get_z || EN_put_y ;
  assign product$D_IN =
	     MUX_product$write_1__SEL_1 ? MUX_product$write_1__VAL_1 : 32'd0 ;
  assign product$EN = WILL_FIRE_RL_rl_compute && r[0] || EN_put_x ;
  assign r$D_IN = EN_put_y ? put_y_y : MUX_r$write_1__VAL_2 ;
  assign r$EN = EN_put_y || WILL_FIRE_RL_rl_compute ;
  assign r_BITS_31_TO_1__q1 = r[31:1] ;
  always@(posedge CLK)
  begin
    if (RST_N == 1'b0)
      begin
        d <=  32'd0;
	got_x <=  1'd0;
	got_y <=  1'd0;
	product <=  32'd0;
	r <=  32'd0;
      end
    else
      begin
        if (d$EN) d <=  d$D_IN;
	if (got_x$EN) got_x <=  got_x$D_IN;
	if (got_y$EN) got_y <=  got_y$D_IN;
	if (product$EN) product <=  product$D_IN;
	if (r$EN) r <=  r$D_IN;
      end
  end
  // synopsys translate_off
  initial
  begin
    d = 32'hAAAAAAAA;
    got_x = 1'h0;
    got_y = 1'h0;
    product = 32'hAAAAAAAA;
    r = 32'hAAAAAAAA;
  end
  // synopsys translate_on
endmodule   
==> flow/run.sh <==
#!/bin/bash
# OpenROAD 26Q1-2900-gdf79404cd8, Yosys 0.63+post, stock flow scripts
make -C /OpenROAD-flow-scripts/flow DESIGN_CONFIG=/design/flow/config.mk WORK_HOME=/design/flow/orfs finish
==> flow/config.mk <==
export PLATFORM = sky130hd
export DESIGN_NAME = mkMult
export DESIGN_NICKNAME = mkMult
export VERILOG_FILES = /design/flow/design.v
export SDC_FILE = /design/flow/constraint.sdc
export NUM_CORES = 4
export LEC_CHECK = 1
export CORE_UTILIZATION = 40
==> flow/constraint.sdc <==
current_design mkMult

set clk_period 21.4
set clk_io_pct 0.2

create_clock -name clk0 -period $clk_period [get_ports {CLK}]

set non_clock_inputs [all_inputs -no_clocks]
set_input_delay [expr $clk_period * $clk_io_pct] -clock clk0 $non_clock_inputs
set_output_delay [expr $clk_period * $clk_io_pct] -clock clk0 [all_outputs]
==> reports/qor.txt <==
Critical path peak fanout = 3
Most common logic cells in the final layout = nor2_1 (126), a21oi_1 (126), nand2_1 (102)
Mapped Area = 0.005683 mm2
DRT Pass-1 Iters = 4
Post-route DRC = 0
CTS tree = done
Die X = 121.2 um
Grt total ovfl = 0
Global placement routability congestion = 0.8971
OpenROAD warnings = 25
CP endpoint kind = output port
Pre-CTS worst setup slack = 15.34 ns
Final period util = 0.2971
Finished Cell Area = 0.007103 mm2
Share of cells above drive strength 1 = 0.04067
Yosys stat area = 0.005683 mm2
Final hold vios = 0
Crit path DAT = 2.08 ns
Sink Count = 98
Post-synthesis async set-or-reset flop share = 0
Critical path type = flop to output port
Root buffer cell = clkbuf_16
H-tree Lvls = 3
Met2 WL post-DR = 6.413 mm
Port bufs = 103
Routed len/inst = 13.81 um
Largest net degree at the start of global routing = 78
Final Critical Period = 6.357 ns
Status = finished clean
Inserted Clock Buffers = 9
Count of final setup violators = 0
Detailed-placement wirelength estimate = 9.561 mm
YS warnings = 2
Count of cell types in the netlist = 51
Wl on met1 = 6.889 mm
First-pass GRT wire length = 23.77 mm
Routed WL = 14.03 mm
Post-synth EDFFs = 0
Seq share, synth = 0.3452
Final worst slack = 15.04 ns
Worst slew margin = 0.4357
Fillers = 1374
P per Cell Area = 55.71 mW/mm2
Late-Pin Clk Latency = 0.35 ns
Max-slew violation count = 0
Post-CTS sizing = 0
Reg-to-reg slack, setup = 18.32 ns
WHS = 0.4854 ns
P_leak = 3.020 nW
Worst EP required = 17.12 ns
Fmax = 0.1573 GHz
Init Core Util = 0.4094
CTS max path bufs = 2
Die height = 121.2 um
Initial antenna violation count = 0
Hold-fix buffers, CTS = 0
Synth Instances = 752
Starting DRT DRC Count = 343
Setup repair bufs after CTS = 0
Worst Max-Slew Pin Slew = 0.8465 ns
Die ar. = 0.01469 mm2
Cell Rows = 43
Max Cap Viol = 0
Reg clk slew, reported paths = 0.07 ns
RSZ-0062 raised after global routing = no
Crit path launch type = flop
Syn-to-layout area delta = 24.99%
Routed via count = 5340
Clk_skew = 0.006554 ns
Dpl cell area = 0.006824 mm2
Fin util = 0.5117
I/O pins = 104
Setup_tns = 0 ns
Hold Crit Class = flop to flop
Syn Area/Cell = 7.557 um2
Finished Layout Cells = 1016
Yosys cell count = 752
Post-route ant nets = 0
Post-synth top flop = dfxtp_1
DP Cell Count = 1000
Vias per cell = 5.256
# diodes = 0
Pwr Total = 0.3957 mW
Highest routed layer = met4
Total GRT Usage = 0.2040
Vias in the first global route = 5011
Post-synthesis register bit count = 98
Met3 WL = 622 um
Core box area = 0.01388 mm2
Worst IR drop on VDD = 0.04989 mV
-- area by class of cell --
cell class              instances  area [um2]  share of cell area
clock buffers                   9       225.2             0.03171
clock inverters                 7       53.80            0.007574
inverters                      13       48.80            0.006870
multi-input cells             600        3522              0.4959
flip-flops and latches         98        1962              0.2762
well taps                     180       225.2             0.03171
repair buffers                109        1066              0.1501
-- Yosys cell counts (3+ instances only) --
cell type / n / share of area
o21a_1: 4 / 0.0053
xor2_1: 11 / 0.017
ha_1: 31 / 0.068
buf_2: 8 / 0.0070
or3_1: 7 / 0.0077
nand2_1: 102 / 0.067
and2_1: 3 / 0.0033
nand3_1: 11 / 0.0097
nand3b_1: 10 / 0.013
nor4_1: 10 / 0.011
o2111ai_1: 3 / 0.0046
and4_1: 4 / 0.0062
nor2b_1: 4 / 0.0044
clkbuf_1: 25 / 0.017
o21ai_0: 18 / 0.016
mux2i_1: 35 / 0.062
o21bai_1: 5 / 0.0066
nor3_1: 6 / 0.0053
a31oi_1: 6 / 0.0066
nand2b_1: 6 / 0.0066
buf_1: 8 / 0.0053
inv_1: 12 / 0.0079
nand4_1: 4 / 0.0044
a21o_1: 19 / 0.025
dfxtp_1: 98 / 0.35
o21ai_1: 9 / 0.0079
xnor2_1: 8 / 0.012
and3_1: 5 / 0.0055
a21oi_1: 126 / 0.11
nor2_1: 126 / 0.083
-- flip-flops by register name, indices dropped and copies added, names as in the netlist --
register	flops
d	32
product	32
r	32
got_x	1
got_y	1
-- worst paths after layout --
kind	cells after the start	from	to
setup / recovery	4	r[30]	RDY_get_z
hold / removal	2	product[31]	product[31]
setup reg to reg	9	r[30]	d[5]
hold reg to reg	2	product[31]	product[31]
-- where the power goes --
group | internal (mW) | leakage (nW) | switching (mW)
Combinational | 0.0240 | 2.09 | 0.0230
Sequential | 0.189 | 0.802 | 0.00562
Clock | 0.0796 | 0.128 | 0.0741
Total | 0.293 | 3.02 | 0.103
-- worst max-delay path: stages (launching register included) --
cell	delay, ns
dfxtp_1	0.33
nor4_1	0.38
nand4_1	0.24
nor4_1	0.26
clkdlybuf4s50_1	0.52
-- metal layers --
layer,global-route usage,up-vias
li1,-,2790
met1,0.3015,2445
met2,0.3314,98
met3,0.03647,7
met4,0.01312,0
met5,0,-
-- logic make-up after synthesis --
| family | synth area share |
|---|---|
| and+or+nand+nor | 0.2373 |
| AOI/OAI and AO/OA | 0.2173 |
| DFF | 0.3452 |
| buffers and inverters | 0.03743 |
| muxes | 0.06165 |
| adders and majority gates | 0.07177 |
| xor gates and xnor gates | 0.02928 |
No activity file was given, so power comes from the tool's default toggle rates.
